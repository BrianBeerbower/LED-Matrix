File: design/flow/run.sh
#!/bin/bash
# OpenROAD 26Q1-2900-gdf79404cd8, Yosys 0.63+post, stock flow scripts
make -C /OpenROAD-flow-scripts/flow DESIGN_CONFIG=/design/flow/config.mk WORK_HOME=/design/flow/orfs finish
File: design/flow/config.mk
export PLATFORM = sky130hd
export DESIGN_NAME = mux2to1x50
export DESIGN_NICKNAME = mux2to1x50
export VERILOG_FILES = /design/flow/design.v
export SDC_FILE = /design/flow/constraint.sdc
export NUM_CORES = 4
export LEC_CHECK = 1
export CORE_AREA = 10 10 70 70
export DIE_AREA = 0 0 80 80
File: design/flow/constraint.sdc
current_design mux2to1x50

set clk_period 1.0
set clk_io_pct 0.2

create_clock -name clk0 -period $clk_period

set non_clock_inputs [all_inputs -no_clocks]
set_input_delay [expr $clk_period * $clk_io_pct] -clock clk0 $non_clock_inputs
set_output_delay [expr $clk_period * $clk_io_pct] -clock clk0 [all_outputs]
File: design/flow/design.v
module mux2to1x50(in1,in2,out,s);
input [49:0]in1,in2;
input s;
output reg [49:0]out;
always @ (*)
begin
if(s==0) begin out = in1; end
else begin out = in2; end
end
endmodule
==> commit_impl_results.txt <==
Record implementation results from latest flow run

- The flow ran to the end, but the final reports show violations.
- Violations in the final reports: setup timing
- The floorplan step defined a die boundary enclosing approximately 6400 um^2.
* Worst slew pin tran: about 100 ps
- Pin count of the biggest net entering global routing: 14
- Number of vias in the routed layout: approximately 1100
* Worst Path Arrival: between 900 and 1000 ps
* Time the final worst path needs with I/O delays and setup: approximately 1200 ps
- Largest fanout of any net on the critical path: 6
* Clk_buf instances: 0
- Looking at the gate-level netlist, the highest instance count belongs to mux2_4.
- Die boundary height: about 80 um
- Area Growth Syn to Fin: 171%
- In this run, distinct cell masters in the synthesized netlist total 3.
- Max capacitance violation total: 0
- Worst setup margin: -184 ps
* Launching element type of the critical path: input port
- Detailed-route iteration 0 reported a violation count of 8.
- The total overflow left after global routing is 0.
- Note that the worst hold path type here is input port to output port.
- Per-cell routed wire length: ~18 um
- In this design, the critical path's most frequently occurring cell is buf_12.
- Instance count of the mapped netlist: 56
- Pre-placement core utilization: 0.252
- Post-synth top cells: mux2_4 (50), buf_12 (5), buf_6 (1)
* Global-route wire length before repair: roughly 6600 um
* Setup TNS: -4340 ps
- Part of the Yosys area used for sequential elements: 0
- The data required time reported for the critical path is around 800 ps.
- The final hold violation count recorded for this run is 0.
- Number of cells on the worst hold path: 3
* Design Area, Final: 2330 um^2
* Logic cell area: between 700 and 800 um^2
* Yosys-reported design area after synthesis: about 860 um^2
- Count of yosys warnings during synthesis: 1
- Worst path depth: 5
- Synth top area cells: mux2_4 (87%), buf_12 (12%), buf_6 (1.3%)
- Hold slack: around 700 ps
- Placed wire-length estimate after detailed placement: roughly 4300 um
* Largest vdd supply drop: about 0.20 mV
* Routability-driven placement congestion ratio: 0.823
- Master of the slowest instance on the critical path: mux2_4
- Before antenna repair, the detailed router went through 2 iterations.
- For this design, Yosys synthesis ends with a cell count of 56.
- Per the timing report, the achievable frequency comes out to roughly 840 MHz.
* Area fraction of the dominant cell type after synthesis: 0.871
- Max-slew headroom: 0.933
- approximately 150 I/O pins were placed.
* Chain of cells forming the critical path: buf_12 > buf_12 > buf_12 > mux2_4 > buf_6
* Sequential cell area in the final layout: 0 um^2
* Netlist Area Pre-Place: approximately 860 um^2
* Final number of max-transition violations: 0
* Antenna viol nets, final: 0
* Cell family with most CP delay: buffers and inverters
- Post-route period utilization is reported as 1.18.
- Filler cell count: slightly below 300
- Flop count: 0
- # port buffers: about 150
- Per the OpenROAD floorplan log, the area of the core is about 3400 um^2.
* Site row count: 21
- Cell area after placement: roughly 2400 um^2
* Final setup violation count: 50
- Per the post-run analysis, buffers plus inverters along the critical path come to 4.
- Average cell area after synthesis: 15.4 um^2
* Pleak: 0.00131 uW
- Wires add up to around 4600 um.
* Drc violations: 0
- STA classifies the critical path endpoint as an output port.
* Number of antenna violations at the first check in global routing: 3
- Fraction of final layout cells sized beyond drive strength 1: 0.519
- Power per unit of standard cell area: a little under 400 nW/um^2
- From left edge to right edge, the die measures 80 um.
- Setup repair after global routing could not meet its margin everywhere.
* Aggregate global-route resource usage: 0.131
* Via-per-instance ratio: about 4.1
* Tally of OpenROAD warnings: 35
- The via count of the first global-routing pass is 1210.
- CP max stage delay: approximately 290 ps
* Dominant cell type by area after synthesis: mux2_4
- In the setup report, the worst path falls into the class input port to output port.
cell type report:
cell class                 instances  area share
antenna                            4     0.00429
multi-input combinational         50       0.322
timing repair buffer             158       0.650
tap                               46      0.0247
stage by stage:
| step | setup WS [ps] | std cells | power [uW] | utilization |
|---|---|---|---|---|
| 6_report | -184 | 258 | 924 | 0.684 |
| 5_1_grt | -201 | 255 | 987 | 0.681 |
| 4_1_cts | -188 | 254 | 911 | 0.662 |
| 3_5_place_dp | -564 | 252 | 1050 | 0.703 |
| 3_3_place_gp | -557 | 252 | 1050 | 0.703 |
| 2_1_floorplan | 44.8 | 56 | 330 | - |
cell families (layout without fill, tap and decap cells):
| family | after synthesis | in the layout | share of synthesized area |
|---|---|---|---|
| multiplexers | 50 | 50 | 0.871 |
| buffers and inverters | 6 | 158 | 0.129 |
| other | 0 | 4 | 0 |
metal layers:
layer	wire, um	global-route usage	up-vias
li1	-	-	522
met4	0	0.00704	0
met1	1580	0.136	476
met3	565	0.0727	0
met2	2430	0.234	67
met5	0	0	-
cell usage in the layout, fill, tap and decap left out, drive strengths merged:
master / instances
buf: 58
dlymetal6s2s: 5
mux2: 50
dlygate4sd2: 92
diode: 4
clkdlybuf4s50: 3
final timing paths:
path              startpoint  endpoint  slack (ps)
setup / recovery           s   out[48]        -180
hold / removal       in2[39]   out[39]         700
where the power goes:
part           switching [uW]  internal (uW)
sequential                  0              0
combinational             210            713
clock                       0       0.000535
timing repair:
action	4_1_cts	5_1_grt
gates cloned	1	0
gates resized	281	13
hold buffers	0	0
buffers inserted	1	0
setup endpoints to repair	50	50
Power figures rest on the tool's default switching activity, not on a simulated workload.
